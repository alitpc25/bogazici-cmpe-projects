[./constraint.sdc]
current_design RTL_Controller

set clk_period 1.0
set clk_io_pct 0.2

create_clock -name clk0 -period $clk_period [get_ports {clk}]

set non_clock_inputs [all_inputs -no_clocks]
set_input_delay [expr $clk_period * $clk_io_pct] -clock clk0 $non_clock_inputs
set_output_delay [expr $clk_period * $clk_io_pct] -clock clk0 [all_outputs]
[./run.sh]
#!/bin/bash
# OpenROAD 26Q1-2900-gdf79404cd8, Yosys 0.63+post, stock flow scripts
make -C /OpenROAD-flow-scripts/flow DESIGN_CONFIG=/design/flow/config.mk WORK_HOME=/design/flow/orfs finish
[./config.mk]
export PLATFORM = sky130hd
export DESIGN_NAME = RTL_Controller
export DESIGN_NICKNAME = RTL_Controller
export VERILOG_FILES = /design/flow/design.v
export SDC_FILE = /design/flow/constraint.sdc
export NUM_CORES = 4
export LEC_CHECK = 1
export CORE_AREA = 10 10 70 70
export DIE_AREA = 0 0 80 80
[./design.v]
`timescale 1ns / 1ns
module RTL_Controller(start, clk, reset, update_max, index_lt_eight, index_ld, index_clr, max_ld, max_clr, max_index_ld, max_index_clr, completed_ld, completed_clr);
input start, clk, reset, update_max, index_lt_eight;
output reg index_ld, index_clr, max_ld, max_clr, max_index_ld, max_index_clr, completed_ld, completed_clr;
parameter Reset = 3'b000,
	Init = 3'b001,
	Compare = 3'b010,
	NewMax = 3'b011,
	IncreaseIndex = 3'b100,
	Finish = 3'b101;
reg [2:0] state, nextState;
always@(state,start,update_max, index_lt_eight) begin
	case(state)
		Reset: begin
			if(start == 1'b1) begin
				nextState <= Init;
			end
			else begin
				nextState <= Reset;
			end
			max_clr <= 1'b1;
			index_clr <= 1'b1;
			max_index_clr <= 1'b1;
			completed_ld <= 1'b0;
			completed_clr <= 1'b1;
			index_ld <= 1'b0;
			max_ld <= 1'b0;
			max_index_ld <= 1'b0;
		end
		Init: begin
			nextState <= Compare;
			max_clr <= 1'b0;
			index_clr <= 1'b0;
			max_index_clr <= 1'b0;
			completed_ld <= 1'b0;
			completed_clr <= 1'b0;
			index_ld <= 1'b0;
			max_ld <= 1'b0;
			max_index_ld <= 1'b0;
		end
		Compare: begin
			if(update_max == 1) begin
				nextState <= NewMax;
			end
			else begin
				nextState <= IncreaseIndex;
			end
			max_clr <= 1'b0;
			index_clr <= 1'b0;
			max_index_clr <= 1'b0;
			completed_ld <= 1'b0;
			completed_clr <= 1'b0;
			index_ld <= 1'b0;
			max_ld <= 1'b0;
			max_index_ld <= 1'b0;
		end
		NewMax: begin
			nextState <= IncreaseIndex;
			max_clr <= 1'b0;
			index_clr <= 1'b0;
			max_index_clr <= 1'b0;
			completed_ld <= 1'b0;
			completed_clr <= 1'b0;
			index_ld <= 1'b0;
			max_ld <= 1'b1;
			max_index_ld <= 1'b1;
		end
		IncreaseIndex: begin
			if(index_lt_eight == 1) begin
				nextState <= Compare;
			end
			else begin
				nextState <= Finish;
			end
			max_clr <= 1'b0;
			index_clr <= 1'b0;
			max_index_clr <= 1'b0;
			completed_ld <= 1'b0;
			completed_clr <= 1'b0;
			index_ld <= 1'b1;
			max_ld <= 1'b0;
			max_index_ld <= 1'b0;
		end
		Finish: begin
				nextState <= Reset;
			max_clr <= 1'b0;
			index_clr <= 1'b0;
			max_index_clr <= 1'b0;
			completed_ld <= 1'b1;
			completed_clr <= 1'b0;
			index_ld <= 1'b0;
			max_ld <= 1'b0;
			max_index_ld <= 1'b0;
		end
	endcase
end
always@(posedge clk) begin
	if(reset) begin
		state <= Reset;
	end
	else begin
		state <= nextState;
	end
end
endmodule
module RTL_Datapath(max_index, completed, clk, reset, input_array, update_max, index_lt_eight, index_ld, index_clr, max_ld, max_clr, max_index_ld, max_index_clr, completed_ld, completed_clr);
output reg [3:0] max_index;
output reg completed;
input wire clk;
input wire reset;
input wire [63:0] input_array;
wire signed [7:0] memoryData[0:7];
assign {memoryData[0],memoryData[1],memoryData[2],memoryData[3], memoryData[4],memoryData[5],memoryData[6],memoryData[7]} = input_array;
output reg update_max, index_lt_eight;
input index_ld, index_clr, max_ld, max_clr, max_index_ld, max_index_clr, completed_ld, completed_clr;
reg [3:0] index;
reg signed [7:0] max;
always@(negedge clk) begin
	if(completed_clr) begin
		completed <= 1'b0;
	end
	if(completed_ld) begin
		completed <= 1'b1;
	end
	if(memoryData[index] > max) begin
		update_max <= 1'b1;
	end
	else begin
		update_max <= 1'b0;
	end
	if(index_clr) begin
		index = 4'b0000;
	end
	if(index_ld) begin
		index = index + 1'b1;
	end
	if(max_clr) begin
		max <=  8'b10000000;
	end
	if(max_ld) begin
		max <= memoryData[index];
	end
	if(index >= 8) begin
		index_lt_eight <= 1'b0;
	end
	else begin
		index_lt_eight <= 1'b1;
	end
	if(max_index_clr) begin
		max_index <= 4'b0000;
	end
	if(max_index_ld) begin
		max_index <= index;
	end
end
endmodule
==> run summary <==
Via count - 265
Layout cells sized above 1 - 6.383%
Post-CTS resize count - 0
Endpoints left unconstrained - 15
Yosys top cell by area - dlxtn_1
Total GRT Usage - 2.231%
P per Cell Area - 716.4 mW/mm²
Grt total ovfl - 0
Area reported by Yosys stat - 360.3 µm²
Critical path cell sequence - clkdlybuf4s50_1 -> nor2b_1
Worst-path fanout max - 3
DIE HEIGHT - 80 µm
Required @ worst endpoint - 1120 ps
EDFF count, synth - 0
First drt pass iteration count - 2
LEAKAGE - 0.1916 nW
Most frequent cells after synthesis - dlxtn_1 (7), buf_4 (5), nor2b_1 (4), dfxtp_1 (3), nor3b_1 (3)
Sum of negative setup slack - 0 ps
Violation tally from detailed-route iteration zero - 34
Final Util - 15.09%
Max stage delay on crit path - 500 ps
Count leader, synth - dlxtn_1
CP endpoint kind - flip-flop
Setup Fix Bufs, Post-CTS - 0
Worst hold slack - 560.3 ps
Final min period - 637.1 ps
Slew @ Worst Pin - 322.0 ps
Peak VDD IR - 180.2 µV
Initial Util - 10.55%
Wire per inst - 8.247 µm
Worst path top cell family by delay - buffers and inverters
Pwr Total - 0.3693 mW
Startpoint Class - input pin
Max Cap Viol - 0
Vias in the first global route - 282
Predominant post-synthesis flop cell - dlxtn_1
Flops after synth - 10
# Cells Yosys - 37
Final WL - 767 µm
DRC - 0
Row count - 21
Status - complete, no violations
CP Data Arrival Time - 760 ps
Yosys cell types - 19
Pins Over Slew Limit - 0
Number of port buffers - 12
IO Count - 13
Die W - 80 µm
Async SR Flop Fraction - 0%
Critical path class - input pin to flip-flop
N_diodes - 0
Hold Fails Final Rpt - 0
Cts hold-fix bufs - 0
Synth Cell Area - 360.3 µm²
Syn Inst Count - 37
Rel. slew slack - 78.24%
RSZ-0062 raised after global routing - false
Yosys top cell area share - 29.17%
Die area - 0.006400 mm²
Gpl congestion - 0.7511
Largest net degree at the start of global routing - 12
Max H-tree Level - 1
Register pins left without a clock - 7
Tool Warnings - 25
Endpoints failing setup - 0
Fmax - 1.570 GHz
ANT nets after route - 0
Hold Crit Class - input pin to flip-flop
Initial antenna violation count - 0
Main area contributors - dlxtn_1 (29%), dfxtp_1 (17%), buf_4 (10%)
CORE AREA - 0.003416 mm²
Crit-path slowest cell - clkdlybuf4s50_1
Root buf cell - clkbuf_4
Yosys warning total - 1
CTS Buf Count - 3
Fin cells - 93
Placed Instances - 89
CP bufs+invs - 1
Area growth from synthesis to layout - 43.06%
Clock transition at path regs - 40 ps
Crit share post-route - 63.71%
Avg Cell Area, Syn - 9.739 µm²
First-pass GRT wire length - 1179 µm
CTS tree - built
CTS max path bufs - 2
Routed vias/inst - 2.849
state kept, by name (all words and copies together) (netlist names):
register and cells:
completed_clr 1, completed_ld 1, index_ld 1, max_index_ld 1, nextState 3, state 3
cell type report:
class	instances	area [µm²]
inverter	1	3.754
fill	389	2900
tap	46	57.56
sequential	10	165.2
clock buffer	4	26.28
timing repair buffer	12	120.1
multi-input combinational	20	142.6
where the power goes:
part / internal, mW / leakage (nW) / switching, mW / total, mW
registers: 0.123 / 0.0793 / 0.00330 / 0.127
logic: 0.0209 / 0.0973 / 0.00801 / 0.0290
clock network: 0.150 / 0.0150 / 0.0641 / 0.214
cells by family (layout without fill, tap and decap cells):
family                 Yosys count  count (layout)  share of synthesized area, %
AND-OR/OR-AND                    1               1                         1.388
buffers and inverters            7              17                         14.58
flip-flops                       3               3                         16.67
latches                          7               7                         29.17
AND/OR/NAND/NOR                 19              19                         38.19
per-layer routing:
layer  track usage (%)  share of wire, %  vias to the layer above  wire length (µm)
li1                  -                 -                      141                 -
met1             2.686                40                      116               305
met2             3.772                49                        8               375
met3            0.6818                11                        0                86
met4            0.5282                 0                        0                 0
met5                 0                 0                        -                 0
cells in the final DEF, fill, tap and decap left out:
cell              n
clkdlybuf4s50_1  12
dlxtn_1           7
nor2b_1           4
nor3b_1           3
clkbuf_4          3
dfxtp_1           3
or4b_1            2
inv_1             1
nand2b_1          1
nor2_1            1
nor4bb_1          1
and4bb_1          1
or3_1             1
nand3_1           1
nand4b_1          1
o21ai_1           1
and2_1            1
nor3_1            1
or2_1             1
clkbuf_1          1
through the flow:
step	cell area, µm²	setup WS [ps]
finish	515.5	362.9
global route	515.5	303.3
CTS	515.5	368.4
detailed placement	489.2	121.2
global placement	489.2	143.7
floorplan	360.3	664.1
final timing paths:
| check | from | end | slack, ps | cells after the start |
|---|---|---|---|---|
| min | reset | state[1]$_SDFF_PP0_ | 560 | 2 |
| max | reset | state[0]$_SDFF_PP0_ | 360 | 2 |
Power figures rest on the tool's default switching activity, not on a simulated workload.
