## design/flow/design.v

```verilog
`timescale 1ns / 1ns
module FSM (y, x, clk, rst);
output reg y;
input wire x;
input wire rst;
input wire clk;
parameter S0 = 7'b0000001,
	S1 = 7'b0000010,
	S2 = 7'b0000100,
	S3 = 7'b0001000,
	S4 = 7'b0010000,
	S5 = 7'b0100000,
	S6 = 7'b1000000;
reg [6:0] stateReg;
reg [6:0] nextStateReg;
always@(x, stateReg) begin
	case(stateReg)
		S0: begin
			if(x == 0) begin
				nextStateReg <= S4;
			end
			else begin
				nextStateReg <= S1;
			end
			y <= 1'b0;
		end
		S1: begin
			if(x == 0) begin
				nextStateReg <= S4;
			end
			else begin
				nextStateReg <= S2;
			end
			y <= 1'b0;
		end
		S2: begin
			if(x == 0) begin
				nextStateReg <= S4;
			end
			else begin
				nextStateReg <= S3;
			end
			y <= 1'b0;
		end
		S3: begin
			if(x == 0) begin
				nextStateReg <= S4;
			end
			else begin
				nextStateReg <= S3;
			end
			y <= 1'b1;
		end
		S4: begin
			if(x == 0) begin
				nextStateReg <= S5;
			end
			else begin
				nextStateReg <= S1;
			end
			y <= 1'b0;
		end
		S5: begin
			if(x == 0) begin
				nextStateReg <= S6;
			end
			else begin
				nextStateReg <= S1;
			end
			y <= 1'b0;
		end
		S6: begin
			if(x == 0) begin
				nextStateReg <= S6;
			end
			else begin
				nextStateReg <= S1;
			end
			y <= 1'b1;
		end
	endcase
end
always@(posedge clk) begin
	if(rst) begin
		stateReg <= S0;
	end
	else begin
		stateReg <= nextStateReg;
	end
end
endmodule
```

## design/flow/run.sh

```bash
#!/bin/bash
# OpenROAD 26Q1-2900-gdf79404cd8, Yosys 0.63+post, stock flow scripts
make -C /OpenROAD-flow-scripts/flow DESIGN_CONFIG=/design/flow/config.mk WORK_HOME=/design/flow/orfs finish
```

## design/flow/config.mk

```make
export PLATFORM = sky130hd
export DESIGN_NAME = FSM
export DESIGN_NICKNAME = FSM
export VERILOG_FILES = /design/flow/design.v
export SDC_FILE = /design/flow/constraint.sdc
export NUM_CORES = 4
export LEC_CHECK = 1
export CORE_AREA = 10 10 75 75
export DIE_AREA = 0 0 85 85
```

## design/flow/constraint.sdc

```tcl
current_design FSM

set clk_period 1.0
set clk_io_pct 0.2

create_clock -name clk0 -period $clk_period [get_ports {clk}]

set non_clock_inputs [all_inputs -no_clocks]
set_input_delay [expr $clk_period * $clk_io_pct] -clock clk0 $non_clock_inputs
set_output_delay [expr $clk_period * $clk_io_pct] -clock clk0 [all_outputs]
```

==> flow_summary.json <==
{
  "status": "complete, no violations",
  "unclocked_regs": 7,
  "dr.pass1.iters": 3,
  "io_buffers": 3,
  "area_growth_pct": 23.4,
  "min_path_type": "primary input to flip-flop",
  "worstMarginPinSlew_ns": 0.361,
  "worstHoldStart": "rst",
  "top_area_cell": "dfxtp_1",
  "top_area_share_pct": 27.1,
  "switching_power_w": 0.000151,
  "critPathBufInv": 1,
  "worstPathMaxFanout": 7,
  "critical-path-max-stage-delay_ns": 0.59,
  "critPathKind": "primary input to flip-flop",
  "first_global_vias": 363,
  "antenna_cells": 0,
  "postCtsSetupRepairBufs": 0,
  "required_ns": 1.10,
  "ys_chip_area_um2": 518,
  "overflow": 0,
  "ys_cells": 53,
  "power_leakage_nw": 0.215,
  "max-slew-margin-rel_pct": 75.7,
  "start_kind": "primary input",
  "syn_area_per_cell_um2": 9.77,
  "root_buffer": "clkbuf_8",
  "cp-end-kind": "flip-flop",
  "cts_made_buffers": 3,
  "drive_above_1_share_pct": 12.5,
  "clockPowerShare_pct": 49.9,
  "power_density_nw_per_um2": 1200,
  "hold_buffers": 0,
  "clk_pin_slew_ns": 0.04,
  "grt_pass1_wl_um": 1600,
  "crit_start": "rst",
  "power_frac_comb_pct": 8.0,
  "die_h_um": 85,
  "max_freq_mhz": 1300,
  "drv_cap": 0,
  "untimed_endpoints": 8,
  "io-pin-count": 4,
  "grt_max_degree": 10,
  "core_util_floorplan_pct": 12.8,
  "die_w_um": 85,
  "core_area_um2": 4060,
  "vias": 364,
  "internal_power_w": 0.000618,
  "clockBufferDepth": 2,
  "vias_per_cell": 3.43,
  "warnings": 25,
  "route.detailed.drc": 0,
  "rows": 23,
  "cp_top_family": "buffers and inverters",
  "final.setup.tns_ns": 0,
  "fin_crit_sh_pct": 76.8,
  "setup_viol": 0,
  "cpMaxStageDelayCell": "clkdlybuf4s50_1",
  "wire_per_inst_um": 8.31,
  "seqPwrFrac_pct": 42.1,
  "finalHoldWorstSlack_ns": 0.608,
  "crit_arrival_ns": 0.87,
  "die_area_um2": 7230,
  "antenna_left": 0,
  "synth_area_um2": 518,
  "period_minus_slack_ns": 0.768,
  "switching_share_pct": 19.6,
  "rsz0062_at_grt": "no",
  "cts_tree": "done",
  "wl_um": 881,
  "syn_inst": 53,
  "antenna_found_initial": 0,
  "drt_iter0_drc": 15,
  "finalHoldViolations": 0,
  "synth_flop_count": 14,
  "report.final.slew_viol_count": 0,
  "ctsResizeCount": 0,
  "cts-htree-levels": 1,
  "gp_congestion": 0.777,
  "yosysUniqueCellTypes": 22,
  "grtUsageTotal_pct": 2.54,
  "path_cells": "clkdlybuf4s50_1 > nor2b_1",
  "ir_worst_vdd_uv": 412,
  "ys_warn_count": 1,
  "synthTopCellsByArea": "dfxtp_1 27%, dlxtn_1 20%, nor2b_1 7.2%",
  "dp_hpwl_um": 695
}
## layout by cell type (no fill, tap or decap), drive strengths merged, types with 2 or more instances in the layout
master / Yosys / routed
clkbuf: 3 / 4
clkdlybuf4s50: 0 / 3
dfxtp: 7 / 7
dlxtn: 7 / 7
nand2b: 2 / 2
nor2: 2 / 2
nor2b: 6 / 6
nor3: 3 / 3
nor4: 2 / 2
nor4b: 2 / 2
o21ai: 5 / 5
or3: 2 / 2
xnor2: 3 / 3
xor2: 2 / 2
## logic make-up after synthesis
kind of cell	count (synthesis)	share of synthesized area [%]
xor gates and xnor gates	5	8.46
latches	7	20.3
DFF	7	27.1
AOI/OAI and AO/OA	8	9.66
and+or+nand+nor	22	31.4
buffers and inverters	4	3.14
## sequential cells by signal, summed over array words and instances, names as in the netlist
register / cells
y: 1
stateReg: 7
nextStateReg: 6
## power groups by stage
| stage | Clock (W) | Sequential, W | Combinational [W] |
|---|---|---|---|
| after CTS | 0.000393 | 0.000325 | 0.0000616 |
| after global routing | 0.000411 | 0.000327 | 0.0000687 |
| final | 0.000384 | 0.000324 | 0.0000612 |
## area by class of cell
type / instances / area [um2]
clock buffer: 4 / 45.0
fill: 438 / 3420
multi-input combinational: 35 / 256
sequential: 14 / 245
tap: 50 / 62.6
timing repair buffer: 3 / 30.0
## worst paths after layout
kind / end / slack, ns / depth (start not counted)
worst max-delay path: stateReg[1] / 0.23 / 2
worst min-delay path: stateReg[0] / 0.61 / 1
## synth_stat cells
master / count
nor3_1: 2
or4_1: 1
xor2_1: 2
o21ai_0: 5
dfxtp_1: 7
nor4_1: 2
nor2b_1: 6
nor2_1: 2
a2111oi_1: 1
nand2b_1: 2
nor3_2: 1
nand2_1: 1
clkbuf_1: 3
dlxtn_1: 7
and2_1: 1
xnor2_1: 3
or3_4: 2
o21a_1: 1
buf_2: 1
nor4b_4: 1
nor4b_1: 1
o211ai_1: 1
## per-stage QoR
stage | utilization, % | instance area (um2) | setup WS [ns] | instances | total power (W)
global route | 15.8 | 639 | 0.183 | 106 | 0.000807
finish | 15.8 | 639 | 0.232 | 106 | 0.000770
detailed placement | 14.6 | 594 | 0.00709 | 102 | 0.000389
CTS | 15.8 | 639 | 0.229 | 106 | 0.000779
floorplan | - | 518 | 0.664 | 53 | 0.000367
global placement | 14.6 | 594 | 0.0422 | 102 | 0.000388
## layer usage
layer,share of wire (%),vias to the layer above,track usage (%)
met5,0,-,0
met4,1.7,0,0.449
met3,3.0,2,1.16
met2,47,5,4.16
met1,48,171,3.02
li1,-,186,-
Power figures rest on the tool's default switching activity, not on a simulated workload.
